==> design/flow/design.v <==
module control
(
    input idle,
    input[3:0] data,
    input start,
    input reset,
    input ok,
    input CLK,  
    output reg[7:0] money,
    output reg[7:0] timer,
	output reg[3:0] state_viewer 
);
localparam INIT = 2'b00, START = 2'b01, INPUT = 2'b10, CHARGE =2'b11;  
localparam HIDE_NUM = 4'b1111;
localparam ERROR_NUM = 4'b1111;
reg[1:0] current_state, next_state;
reg[11:0] ten_cnt;
reg[7:0] one_cnt;
reg ten_cnt_reset;
reg one_cnt_reset;
wire is_ten_full;
wire is_one_full;
wire is_charge_over;
reg hide_time_money, reset_money, reset_time, hold_money, set_by_money;
reg idle_last;
always @(posedge CLK) begin
    idle_last <= idle;
end
always @(posedge CLK) begin
    if (hide_time_money)
        money <= {HIDE_NUM, HIDE_NUM};
    else if (reset_money)
        money <= 0;
    else if (hold_money)
        money <= money;
    else if (data != ERROR_NUM && idle_last == 1 && idle == 0)
    begin
        if (money[7:4] != 0)
        begin
            money <= money;
        end
        else
        begin
            if (money[3:0] <= 1)
            money[7:0] <= {money[3:0] ,data}; 
            else
            money[7:0] <= 8'b0010_0000;
        end
    end
    else
        money <= money;
end
always @(posedge CLK) begin
    if (hide_time_money)
        timer <= {HIDE_NUM, HIDE_NUM};
    else if (reset_time)
        timer <= 0;
    else if (set_by_money) 
    begin
    if (data != ERROR_NUM && idle_last == 1 && idle == 0)
    begin
        if (timer[7:4] != 0 || timer[3:0] >= 4)
            timer <= 8'b0100_0000;
        else
        begin
            timer[7:4] <= timer[3:0] + (data > 4);
            timer[3:0] <=  2 * data + 6 * (data > 4);
        end
    end
    else
        timer <= timer;
    end 
    else if (is_one_full) begin
        if (timer[3:0] == 0) 
        begin
            timer [3:0] <= 4'b1001;
            timer [7:4] <= timer[7:4] - 1;
        end
        else
            timer <= timer - 1;
    end
end
assign is_charge_over = !(|timer);
always @(posedge CLK or posedge ten_cnt_reset) begin
    if (ten_cnt_reset)
        ten_cnt <= 0;
    else
        ten_cnt <= ten_cnt + 1;
end
assign is_ten_full = &ten_cnt;
always @(posedge CLK or posedge one_cnt_reset) begin
    if (one_cnt_reset)
        one_cnt <= 0;
    else
        one_cnt <= one_cnt + 1;
end
assign is_one_full = &one_cnt;
always @(posedge CLK) begin
    current_state <= next_state;
end
always @(current_state) begin
    case (current_state)
        INIT:
            begin
                if (start)
                    next_state = START;
                else
                    next_state = INIT;
            end
        START:
            next_state = INPUT;
        INPUT:
            begin
                if (is_ten_full)
                    next_state = INIT;
                else if (!ok)
                    next_state = INPUT;
                else
                    next_state = CHARGE;
            end
        CHARGE:
            begin
                if (is_charge_over)
                    next_state = START;
                else
                    next_state = CHARGE;
            end
		default:
				next_state = INIT;
    endcase
end
always @(current_state) begin
    case (current_state)
        INIT:
            begin
                ten_cnt_reset = 1;
                one_cnt_reset = 1;
                hide_time_money = 1;
                hold_money = 0;
                reset_money = 0;
                set_by_money = 0;
				state_viewer = 4'b0001;
            end
        START:
            begin
                ten_cnt_reset = idle ? 0 : 1;
                one_cnt_reset = 1;
                hide_time_money = 0;
                hold_money = 0;
                reset_money = 1;
                reset_time = 1;
                set_by_money = 0;
				state_viewer = 4'b0010;
            end
        INPUT:
            begin
                ten_cnt_reset = (idle && is_charge_over) ? 0 : 1;
                one_cnt_reset = 1;
                hide_time_money = 0;
                hold_money = 0;
                reset_money = reset ? 1 : 0;
                reset_time = reset ? 1 : 0;
                set_by_money = 1;
				state_viewer = 4'b0100;
            end
        CHARGE:
            begin
                ten_cnt_reset = 1;
                one_cnt_reset = 0;
                hide_time_money = 0;
                hold_money = 1;
                reset_money = 0;
                set_by_money = 0;
				state_viewer = 4'b1000;
            end
    endcase
end
endmodule
==> design/flow/run.sh <==
#!/bin/bash
# OpenROAD 26Q1-2900-gdf79404cd8, Yosys 0.63+post, stock flow scripts
make -C /OpenROAD-flow-scripts/flow DESIGN_CONFIG=/design/flow/config.mk WORK_HOME=/design/flow/orfs finish
==> design/flow/config.mk <==
export PLATFORM = sky130hd
export DESIGN_NAME = control
export DESIGN_NICKNAME = control
export VERILOG_FILES = /design/flow/design.v
export SDC_FILE = /design/flow/constraint.sdc
export NUM_CORES = 4
export LEC_CHECK = 1
export CORE_AREA = 10 10 114 114
export DIE_AREA = 0 0 124 124
==> design/flow/constraint.sdc <==
current_design control

set clk_period 1.8
set clk_io_pct 0.2

create_clock -name clk0 -period $clk_period [get_ports {CLK}]

set non_clock_inputs [all_inputs -no_clocks]
set_input_delay [expr $clk_period * $clk_io_pct] -clock clk0 $non_clock_inputs
set_output_delay [expr $clk_period * $clk_io_pct] -clock clk0 [all_outputs]
==> run notes <==
Status on the layout run. The run finished, with violations left. The final reports fail on negative setup slack. Remaining routing DRC violations landed at 0.

At the pin with the least slew margin, the transition time is 0.3258 ns. The count of unclocked register or latch pins came to 1. Share of power burned in registers landed at 29.4%. Number of global-route vias before repair landed at around 1,600. Worst-skew pair later-pin latency landed at slightly below 0.3 ns. TritonCTS built the clock tree. The leakage component of the power was reported as 1.245 nW.

Number of unconstrained endpoints landed at 1. Per the detail_route report, the via count comes to 1,632. Maximum ir drop on the vdd rail landed at ~560 uV. Post-synthesis cell area landed at approximately 2000 sq um.

The routed design could run at a clock period as short as around 1.9 ns. Number of nets with antenna violations after routing landed at 0. Pin count of the biggest net entering global routing landed at 19. The power report lists cell-internal power as about 2.9 mW. H-tree depth landed at 2.

Relative area change from synthesis to final layout landed at 45.00%. Placed wire-length estimate after detailed placement landed at around 3.7 mm. For this run, the number of Yosys warnings is 1. Net switching is 34.29% of the power. Required time reported for the critical path endpoint landed at between 1.5 and 2 ns. Number of setup violations in the final report landed at 1. Number of antenna violations at the first check in global routing landed at 0. Cell count after placement landed at between 300 and 400. OpenROAD emitted warnings numbering 32. Share of post-route cells with drive strength above 1 landed at a little over a quarter.

The synthesized design devotes to its leading area cell type 25.32% of total area. For this run, the top clock speed supported by timing is ~0.52 GHz. Sorting the synthesized cells by how often they occur yields 20 x dfrtp_1, 19 x dfxtp_1, 12 x a221o_1, 12 x nand2_1, 12 x xnor2_1. Ratio of final minimum period to clock period landed at 106.5%. STA puts the critical path data arrival time at 2.09 ns. STA classifies the critical path startpoint as a flip-flop. According to the floorplan log, the row count is 37. Worst setup slack after placement landed at -0.4211 ns. Worst setup margin landed at -0.1163 ns. In the post-synthesis netlist, the biggest area contributors are dfrtp_1 25%, dfxtp_1 19%, ha_1 7.0%. The routed design shows a via density per instance of approximately 4.2.

The number of antenna diodes in the final layout is 0. In this run the critical path is formed by or4_4, or4_4, a21o_1, a221o_1. Number of search-and-repair iterations in the first detailed-routing pass landed at 6. The timing report attributes the biggest portion of critical-path delay to simple AND/OR/NAND/NOR gates. A synthesized cell averages between 10 and 15 sq um. According to the floorplan report, the die height is between 100 and 150 microns. Floorplan die area landed at around 15,000 sq um. Count of boundary I/O pins landed at 29.

Per the synth stats, the flop cell with the highest instance count is dfrtp_1. The first global-routing pass estimated between 7 and 8 mm of wire. After clock tree synthesis, the flow added hold-fix buffers numbering 0. Number of CTS-inserted buffers landed at 5. Detailed-route iteration 0 reported a violation count of 75. The post-synth count of flops with an enable pin is 0. Sorting the synthesis cell report by count puts at the top dfrtp_1. Once the floorplan was initialized, standard cells occupied roughly a fifth of the core. In this run, synthesis produced a sequential element count of roughly 40. Number of standard cells reported by yosys landed at 189. Setup repair after global routing could not meet its margin everywhere. Filler-free cell count of the finished design landed at between 300 and 400. Portion of total power attributed to the clock network landed at between 10% and 20%. Of all cell types, the one taking the most synthesized area is dfrtp_1. The horizontal die dimension reported for this design is about 120 microns. Yosys reported that registers with async set or reset make up 50.00%. The final layout contains routed wiring with a total length of between 4 and 5 mm.

Remaining global-route overflow landed at 0. Reported net switching power landed at ~1.5 mW. The worst setup path is captured at a flip-flop. Input and output buffers added on the ports amount to 28. Aggregate negative setup slack landed at -0.1163 ns. The tightest min-delay check is of the reg -> reg type. Post-synthesis, Yosys gives the total cell area as 1977 sq um.

Clock transition time at the flip-flop clock pins of the worst setup and hold paths landed at approximately 0.08 ns. Setup clock skew after layout landed at about 0.0071 ns. Per report_power, the combinational group accounts for approximately 55% of the total. Number of instances in the synthesized netlist landed at 189. CTS placed an instance of clkbuf_8 at the clock tree root. Number of slew-limit violations in the final report landed at 0. Critical path's largest stage delay landed at 0.54 ns. Final count of hold timing violations landed at 0. Count of maximum capacitance violations landed at 0. Count of buffer and inverter cells on the critical path landed at 0. The design draws between 4 and 5 mW.

Headroom to the max-slew limit landed at a little under 80%. Along the worst path, the maximum fanout reaches 2.

Per the CTS log, the buffer count on the longest clock path is 2. TritonRoute output was used to compute an average wire per cell of about 12 microns. Among the stages of the critical path, the cell type that occurs most often is or4_4.

Per the STA report, the cell with the highest stage delay on the worst path is or4_4. The placement summary gives the final routability congestion estimate as around 0.85. Total core area landed at 10,420 sq um. In the setup report, the worst path falls into the class reg -> reg. Number of distinct library cells after synthesis landed at ~54. Total track usage landed at under 10%. The final report gives the core utilization as 27.52%.

Total power normalized to cell area comes to ~1600 nW/um^2.
[placed cells by master, fill, tap and decap left out, types with 2 or more instances in the layout]
master / netlist / layout
buf_4: 1 / 30
clkdlybuf4s50_1: 0 / 20
dfrtp_1: 20 / 20
dfxtp_1: 19 / 14
nand2_1: 12 / 12
xnor2_1: 12 / 12
a221o_1: 12 / 12
nor2_1: 11 / 10
inv_1: 8 / 7
nand3_1: 7 / 7
ha_1: 11 / 6
dlygate4sd2_1: 0 / 6
a21oi_1: 5 / 5
xor2_1: 5 / 5
clkbuf_8: 0 / 5
dfxtp_2: 0 / 5
o2bb2ai_1: 4 / 4
a21o_1: 4 / 4
nand2b_1: 3 / 3
ha_2: 0 / 3
and3_1: 2 / 2
nor2b_1: 2 / 2
o21ai_0: 3 / 2
o31ai_1: 2 / 2
or4_4: 1 / 2
nor3_1: 3 / 2
o21a_1: 2 / 2
or2_2: 2 / 2
nor4b_1: 3 / 2
ha_4: 0 / 2
dlymetal6s2s_1: 0 / 2
buf_6: 0 / 2
[registers in the layout, indices dropped and copies added, names as in the netlist]
| name | count |
|---|---|
| ten_cnt | 12 |
| money | 8 |
| reset_time | 1 |
| idle_last | 1 |
| current_state | 2 |
| timer | 8 |
| one_cnt | 8 |
[through the flow]
step	area [sq um]	hold slack, ns
2_1_floorplan	1989	0.3253
3_3_place_gp	2651	0.4344
3_5_place_dp	2651	0.4492
4_1_cts	2809	0.4618
5_1_grt	2867	0.4778
6_report	2867	0.4535
[logic make-up after synthesis]
group                    Yosys count  synth area share (%)
latches                            1                0.7593
AND/OR/NAND/NOR                   58                 16.71
XOR/XNOR                          17                 7.532
adder cells (fa/ha/maj)           11                 6.962
AND-OR/OR-AND                     46                 19.24
multiplexers                       2                 1.076
flip-flops                        39                 44.56
buffers and inverters             15                 3.165
[metal layers]
metal | share of wire, % | vias to the layer above | global-route usage [%]
met5 | 0 | - | 0
met4 | 0.31 | 0 | 0.5755
li1 | - | 822 | -
met2 | 45 | 36 | 9.603
met3 | 6.3 | 2 | 1.653
met1 | 48 | 772 | 8.881
[worst paths after layout]
path | cells after the start | slack, ns | start | to
setup reg to reg | 4 | -0.12 | timer[3] | timer[7]
max in group asynchronous | 7 | 0.16 | timer[3] | ten_cnt[11]
hold / removal | 1 | 0.45 | ten_cnt[0] | ten_cnt[0]
setup / recovery | 4 | -0.12 | timer[3] | timer[7]
hold reg to reg | 1 | 0.45 | ten_cnt[0] | ten_cnt[0]
min in group asynchronous | 3 | 0.50 | current_state[0] | one_cnt[5]
[power by group through the flow]
stage	logic, mW	clock network [mW]	registers (mW)
final	2.43	0.719	1.31
after global routing	2.72	0.781	1.35
after CTS	2.40	0.744	1.30
[layout make-up]
class / count / area [sq um]
clock inverter: 3 / 43.79
multi-input combinational: 134 / 1106
fill: 1081 / 7550
sequential: 40 / 902.1
clock buffer: 5 / 68.82
tap: 136 / 170.2
timing repair buffer: 61 / 545.5
inverter: 8 / 30.03
[timing repair]
item,CTS,global route
gates resized,19,11
buffers inserted,0,1
setup endpoints to repair,25,14
pin swaps,2,3
Power and IR drop assume default switching activity.
