`flow/run.sh`:
```
#!/bin/bash
# OpenROAD 26Q1-2900-gdf79404cd8, Yosys 0.63+post, stock flow scripts
make -C /OpenROAD-flow-scripts/flow DESIGN_CONFIG=/design/flow/config.mk WORK_HOME=/design/flow/orfs finish
```
`flow/config.mk`:
```
export PLATFORM = sky130hd
export DESIGN_NAME = display
export DESIGN_NICKNAME = display
export VERILOG_FILES = /design/flow/design.v
export SDC_FILE = /design/flow/constraint.sdc
export NUM_CORES = 4
export LEC_CHECK = 1
export CORE_AREA = 10 10 70 70
export DIE_AREA = 0 0 80 80
```
`flow/constraint.sdc`:
```
current_design display

set clk_period 2.6
set clk_io_pct 0.2

create_clock -name clk0 -period $clk_period [get_ports {CLK}]

set non_clock_inputs [all_inputs -no_clocks]
set_input_delay [expr $clk_period * $clk_io_pct] -clock clk0 $non_clock_inputs
set_output_delay [expr $clk_period * $clk_io_pct] -clock clk0 [all_outputs]
```
`flow/design.v`:
```
module display
(
    input[3:0] D3,
    input[3:0] D2,
    input[3:0] D1,
    input[3:0] D0,
    input CLK,
    output wire A,B,C,D,E,F,G,
	 output reg[3:0] DIG
);
reg[1:0] cnt;
reg[3:0] cur_num;
my7448 decoder(cur_num,A,B,C,D,E,F,G);
always @(posedge CLK) 
begin
    cnt <= cnt + 2'b1;
end
always @(cnt) 
begin
    case(cnt)
        2'b00: 
		  begin
			cur_num = D0;
			DIG = 4'b0001;
		  end
        2'b01: 
		  begin
			cur_num = D1;
			DIG = 4'b0010;
		  end
		  2'b10: 
		  begin
			cur_num = D2;
			DIG = 4'b0100;
		  end
		  2'b11: 
		  begin
			cur_num = D3;
			DIG = 4'b1000;
		  end
    endcase
end
endmodule  
module my7448
(
    input[3:0] num,
    output reg A,B,C,D,E,F,G
);
always @(num)
    case(num)
        4'h0: {A, B, C, D, E, F, G} = 7'b1111110;
        4'h1: {A, B, C, D, E, F, G} = 7'b0110000;
		4'h2: {A, B, C, D, E, F, G} = 7'b1101101;
		4'h3: {A, B, C, D, E, F, G} = 7'b1111001;
        4'h4: {A, B, C, D, E, F, G} = 7'b0110011;
        4'h5: {A, B, C, D, E, F, G} = 7'b1011011;
        4'h6: {A, B, C, D, E, F, G} = 7'b1011111;
        4'h7: {A, B, C, D, E, F, G} = 7'b1110000;
        4'h8: {A, B, C, D, E, F, G} = 7'b1111111;
        4'h9: {A, B, C, D, E, F, G} = 7'b1111011;
        4'ha: {A, B, C, D, E, F, G} = 7'b0001101;
        4'hb: {A, B, C, D, E, F, G} = 7'b0011001;
        4'hc: {A, B, C, D, E, F, G} = 7'b0100011;
        4'hd: {A, B, C, D, E, F, G} = 7'b1001011;
        4'he: {A, B, C, D, E, F, G} = 7'b0001111;
        4'hf: {A, B, C, D, E, F, G} = 7'b0000000;
    endcase
endmodule 
```
==> summary.txt <==
flow finished, numbers: status finished, violations left, failing checks setup timing, Worst-Margin Slew 359.5 ps, Synth Seq Share 9.496%, Max Cap Viol 0, Max Transition Viols Final 0, global route total overflow 0, count of input and output buffers 27, Largest Register cnt, Via density about 3.8, Clk pin slew, worst setup/hold paths about 30 ps, yosys cell count 48, Worst Skew approximately 2 ps, chip width around 80 um, Yosys cell types 16, FF-to-FF Start cnt[0], Yosys top cell area share 32.64%, Logic family by area adder cells, # diodes 0, fp_density 12.34%, Synth flops 2, final setup fails 1, Finished Cell Area around 1000 um2, cell type with the largest total area ha_1, Routed WL 1.647 mm, synth cell count leaders ha_1 (11), inv_1 (8), mux2i_1 (6), detailed-route via count ~540, Basic Gates by Area 5.638%, Final Worst Setup Slack -4.605 ps, Final Hold Viols 0, Gate Area approximately 450 um2, share of cells above drive strength 1 52.08%, Yosys top cell by instances ha_1, minimum setup slack after placement -582.3 ps, maximum buffer depth of the clock tree 2, max frequency 383.9 MHz, clock sinks 2, worst rel slew slack 76.03%, Dominant flop cell dfxtp_1, Rows 21, register area 47.55 um2, TritonCTS Buffers 3, cell area after synthesis 421.7 um2, Post-DP Area 853.3 um2, CTS root buf clkbuf_4, Setup crit end kind output port, leakage 0.4726 nW, Global Route Usage Sum under 10%, fin crit share 100.2%, Skew-Pair Late Insertion Delay 220 ps, placed cells 134, Synth Warn # 2, maximum vdd drop 0.1361 mV, first-pass GRT wire length 2.373 mm, worst flop-to-flop path endpoint cnt[1], Avg Synthesized Cell Area around 9 um2, H-tree levels 1, worst-path fanout max 4, Area Overhead vs Synth 141.2%, initial antenna violation count 0, crit path from cnt[0], Placer Congestion between 0.7 and 0.8, Worst Path Arrival 2080 ps, fa+ha+maj area frac 32.64%, Regs by FF count cnt x2, remaining antenna violation count 0, top cells by area ha_1 (33%), mux2i_1 (14%), a222oi_1 (9.5%), dfxtp_1 (9.5%), inv_1 (7.1%), Final Non-Filler Cells 142, unrepaired setup endpoints after global routing true, drt drc 0, Worst Path Required 2080 ps, Worst setup SP type flip-flop, Worst setup endpoint A, Pre-antenna DRT Iters 4, setup slack, reg-to-reg 1710 ps, Tot Pwr approximately 0.12 mW, Core ar. 3416 um2, Final HPWL DP 1.271 mm, Async SR Flop Fraction 0%, CTS tree built, crit path kind reg -> out, die y size 80 um, ao+oa area frac 18.10%, largest net degree at the start of global routing 11, cells on worst reg2reg path 3, post-synthesis xor/xnor area fraction 0%, PwrDens 117.1 nW/um2, Largest register FFs 2, Final min period 2605 ps, Cells after Synth between 40 and 50, flip-flops with a built-in enable 0, vias in the first global route 558, DR iter-0 viols 20, num ports 28, post-synthesis mux area share 24.93%, YS chip area 421.7 um2, DIE AREA 6400 um2, HP Class reg -> reg, drt wl/cell around 12 um, Fillers 353, tool warnings 36
power breakdown:
| part | switching [mW] | internal, mW |
|---|---|---|
| Clock | 0.0177 | 0.0509 |
| Combinational | 0.00441 | 0.0171 |
| Sequential | 0 | 0.0289 |
cell families after synthesis:
group | after synthesis
AND-OR/OR-AND | 10
adder cells (fa/ha/maj) | 11
buffers and inverters | 10
flip-flops | 2
multiplexers | 10
AND/OR/NAND/NOR | 5
metrics by stage:
| step | util, % | setup TNS, ps | hold slack [ps] |
|---|---|---|---|
| after floorplan | - | 0 | 474.9 |
| after global routing | 29.78 | -367.9 | 617.7 |
| after CTS | 26.96 | -173.9 | 582.3 |
| after global placement | 24.98 | -2963 | 568.9 |
| after detailed placement | 24.98 | -2995 | 575.8 |
| final | 29.78 | -4.605 | 592.8 |
critical path, stage by stage (launching register included):
cell	delay, ps
dfxtp_4	350
ha_2	210
a222oi_1	350
mux2_4	230
inv_2	40
buf_4	130
ha_1	180
o21ai_1	170
o22ai_2	70
buf_2	120
metal layers:
layer | GRT usage, % | wire, um | vias to the layer above
met5 | 0 | 0 | -
met4 | 0.8803 | 8 | 0
met3 | 1.136 | 63 | 2
met2 | 8.909 | 913 | 7
met1 | 4.494 | 661 | 253
li1 | - | - | 273
repair_timing:
action                                  CTS  global route
hold buffers                              0             0
gates resized                            34            30
buffers inserted                          1             4
endpoints found under the setup margin    7             6
pin swaps                                 5             5
cells in the final DEF, fill, tap and decap left out, types with 2 or more instances in the layout:
cell / n
mux2_4: 2
clkdlybuf4s50_1: 10
clkbuf_4: 3
inv_2: 2
dfxtp_4: 2
ha_4: 5
inv_1: 5
a21oi_2: 2
buf_6: 5
ha_2: 2
clkbuf_2: 3
a222oi_1: 4
buf_2: 4
dlymetal6s2s_1: 4
ha_1: 4
dlygate4sd2_1: 7
mux2i_1: 5
a22oi_1: 2
buf_4: 14
how the worst min path moves through the flow:
stage	endpoint	from	slack (ps)	depth (start not counted)
after CTS	cnt[0]	cnt[0]	580	2
after global routing	cnt[0]	cnt[0]	620	2
final	cnt[0]	cnt[0]	590	2
final cells by class:
class | instances | area share, %
clock buffers | 3 | 2.214
repair buffers | 47 | 40.10
flip-flops and latches | 2 | 4.674
inverters | 8 | 3.198
well taps | 46 | 5.658
multi-input cells | 36 | 44.16
Power is estimated from default activity; no workload was simulated.
