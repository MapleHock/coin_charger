--- flow/design.v ---
module keyboard
(
	input CLK,  
	input [3:0] row,
	output reg[3:0] col,
	output reg[3:0] data,
	output reg start, reset, ok, idle
);
localparam CR3 = 4'b0111, CR2 = 4'b1011, CR1 = 4'b1101, CR0 = 4'b1110, CIDLE = 4'b0000, RIDLE = 4'b1111;  
localparam IDLE = 5'b00001, PRESS_CHECK = 5'b00010, SCAN = 5'b00100, OUTPUT = 5'b01000, FREE_CHECK = 5'b10000;  
localparam CNT_FULL = 5'b11111, CNT_RESET = 5'b00000, CNT_ADD = 5'b00001;  
reg[4:0] state,next_state;
reg[3:0] anti_shake_cnt;
reg anti_shake_cnt_reset;
wire is_anti_shake_cnt_full;
reg col_scan_hold;
reg col_scan_end;
reg[2:0] col_scan_cnt;
reg reset_out;
reg idle_last;
always @(posedge CLK or posedge anti_shake_cnt_reset) begin
    if (anti_shake_cnt_reset)
        anti_shake_cnt <= CNT_RESET;
    else
        anti_shake_cnt <= anti_shake_cnt + CNT_ADD;
end
assign is_anti_shake_cnt_full = &anti_shake_cnt;
always @(posedge CLK or posedge col_scan_end) begin
    if (col_scan_end)
        col_scan_cnt <= 3'b000;
    else if (col_scan_hold)
        col_scan_cnt <= col_scan_cnt;
    else
    begin
        if (col_scan_cnt < 3'b100)
            col_scan_cnt <= col_scan_cnt + 1;
        else
            col_scan_cnt <= 3'b000;
    end
end
always @(col_scan_cnt) begin
    case(col_scan_cnt)
        3'b000: col = CIDLE;
        3'b001: col = CR3;
        3'b010: col = CR2;
        3'b011: col = CR1;
        3'b100: col = CR0;
        default: col = CIDLE;
    endcase
end
always @(posedge CLK) begin
    state <= next_state;
end
always @(state) begin
    case(state)
        IDLE:
            next_state = (row != RIDLE) ? PRESS_CHECK : IDLE;
        PRESS_CHECK:
            begin
                if (is_anti_shake_cnt_full && row != RIDLE)
                    next_state = SCAN;
                else if (!is_anti_shake_cnt_full && row != RIDLE)
                    next_state = PRESS_CHECK;
                else
                    next_state = IDLE;
            end
        SCAN:
            if (row == RIDLE)
                next_state = SCAN;
            else
                next_state = OUTPUT;
        OUTPUT:
            if (row == RIDLE)
                next_state = FREE_CHECK;
            else
                next_state = OUTPUT;
        FREE_CHECK:
            begin
                if (is_anti_shake_cnt_full)
                    next_state = IDLE;
                else
                    next_state = FREE_CHECK;
            end
        default:
            next_state = IDLE; 
    endcase
end
always @(state) begin
    case(state)
        IDLE:
            begin
                idle = 1;
                reset_out = 1;
                anti_shake_cnt_reset = 1;
                col_scan_end = 1;
                col_scan_hold = 0;
            end
        PRESS_CHECK:
            begin
                idle = 1;
                reset_out = 1;
                anti_shake_cnt_reset = 0;
                col_scan_end = 0;
                col_scan_hold = (row != RIDLE && is_anti_shake_cnt_full) ? 0 : 1;
            end
        SCAN:
            begin
                idle = 1;
                reset_out = 1;
                col_scan_hold = (row != RIDLE) ? 1 : 0;
                col_scan_end = 0;
                anti_shake_cnt_reset = 1;              
            end
        OUTPUT:
            begin
                idle = 0;
                reset_out = 0;
                col_scan_hold = 1;
                col_scan_end = 0;
                anti_shake_cnt_reset = 1;
            end
        FREE_CHECK:
            begin
                idle = 0;
                reset_out = 0;
                anti_shake_cnt_reset = (row == RIDLE) ? 0 : 1;
                col_scan_end = 1;
                col_scan_hold = 0;
            end
    endcase
end
always @(posedge CLK) begin
    idle_last <= idle;
end
always @(posedge CLK or posedge reset_out)begin
    if (reset_out)
        {data, start, reset, ok} <= 7'b1111_000;
    else if (idle == 0 & idle_last == 1)
    begin
        if (col_scan_cnt == 3'b100)
        begin
            {start, reset, ok} <= {~row[3:1]};
            data <= 4'b1111;
        end
        else if (row == CR0 && col_scan_cnt == 3'b001)
        begin
            {start, reset, ok} <= 3'b000;
            data <= 0;
        end
        else if (row == CR0)
        begin
            {start, reset, ok} <= 3'b000;
            data <= 4'b1111;
        end else
        begin
            {start, reset, ok} <= 3'b0000;
            data <= 4'b1 + 3 * (2 * !row[1] + !row[2]) + 1 * (col_scan_cnt - 1);
        end
    end
    else
        {data, start, reset, ok} <= {data, start, reset, ok};
end
endmodule
--- flow/run.sh ---
#!/bin/bash
# OpenROAD 26Q1-2900-gdf79404cd8, Yosys 0.63+post, stock flow scripts
make -C /OpenROAD-flow-scripts/flow DESIGN_CONFIG=/design/flow/config.mk WORK_HOME=/design/flow/orfs finish
--- flow/config.mk ---
export PLATFORM = sky130hd
export DESIGN_NAME = keyboard
export DESIGN_NICKNAME = keyboard
export VERILOG_FILES = /design/flow/design.v
export SDC_FILE = /design/flow/constraint.sdc
export NUM_CORES = 4
export LEC_CHECK = 1
export CORE_AREA = 10 10 101 101
export DIE_AREA = 0 0 111 111
--- flow/constraint.sdc ---
current_design keyboard

set clk_period 1.8
set clk_io_pct 0.2

create_clock -name clk0 -period $clk_period [get_ports {CLK}]

set non_clock_inputs [all_inputs -no_clocks]
set_input_delay [expr $clk_period * $clk_io_pct] -clock clk0 $non_clock_inputs
set_output_delay [expr $clk_period * $clk_io_pct] -clock clk0 [all_outputs]
==> results.toml <==
# generated from flow reports
[status]
status = "complete, but fails checks"
violations = "negative setup slack"

[worst_hold_path]
hp-class = "flop to flop"
min_path_cells = 1
min_to = "anti_shake_cnt[0]"
hold_start = "anti_shake_cnt[0]"

[synthesis]
synth_top_cell_by_count = "inv_1"
edf_count = 0
ys_cells = 126
top_cells_by_area = "dfrtp_1, dfxtp_1, dfstp_2, ha_1, dlxtn_1"
yosysTopAreaCell = "dfrtp_1"
syn_avg_cell_area_um2 = 9.63
syn_area_um2 = 1210
synth_cell_types = 39
synth_warnings = 1
ys_top_cells_by_count = "inv_1, nor2_1, dfrtp_1"
synth_cells = 126
synthArstFlopShare = 0.583
synth_top_area_share = 0.206
synth_top_flop_cell = "dfrtp_1"
ys_area_um2 = 1210
ys.flops = 24

[sta]
tns_ns = -0.543
finalHoldViolCount = 0
rsz0062_at_grt = "true"
final.min_clock_period_ns = 1.93
finalSetupViolCount = 5
fin_crit_sh = 1.07
untimed_endpoints = 6
unclocked_regs = 4
fin_ws_ns = -0.130
maxSlewViolCount = 0
fin_worst_skew_ns = 0.00190
slew_headroom = 0.792
tightest_slew_ns = 0.312
clock.fmax_ghz = 0.518

[worst_setup_path]
worstSetupStartpointType = "flop"
critPathRequiredTime_ns = 1.44
r2r_end = "data[2]"
worstRegToRegCells = 8
crit_slowest_cell = "clkdlybuf4s50_1"
end_kind = "output pin"
r2r_start = "col_scan_cnt[1]"
crit_type = "flop to output pin"
cp_max_fo = 4
cp_cell_sequence = "inv_4, ha_4, nor3_2, nor2_1, clkdlybuf4s50_1"
regToRegSetupSlack_ns = -0.13
worstPathArrival_ns = 1.57
critical-path-max-stage-delay_ns = 0.47

[die]
fp.dieH_um = 111
fp.dieW_um = 111
core_area_um2 = 8130
io_pins = 17
chipArea_um2 = 12300
fp_util = 0.149
rows = 33

[detailed_routing]
drc = 0
wl_per_cell_um = 9.37
postRouteAntennaNets = 0
diodes = 0
routed_wl_um = 2450
vias = 965
drt_iter0_drc = 21
dr.pass1.iters = 4
viasPerCell = 3.68

[flow_run]
cap_violations = 0
warning_count = 31

[placed_design]
gp_congestion = 0.814
port_buffers = 16
dp_hpwl_um = 1820
pre_cts_ws_ns = -0.527

[finish]
nFillCells = 853
synthToLayoutAreaGrowth_pct = 42.3
layout-drive-gt1-share = 0.287

[grt]
grt_first_pass_wirelength_um = 4210
first_global_vias = 920
grt_max_degree = 13
antenna_found_initial = 0
grt_overflow_total = 0
gr-usage-all-layers = 0.0381

[power]
combPwrFrac = 0.535
p_clk_frac = 0.127
swShare = 0.349
ir_drop_mv = 0.290
p_switching_uw = 830
pwr-share-seq = 0.338
p_leak_uw = 0.000745
p_per_area_nw_per_um2 = 1380
cell_internal_pwr_uw = 1550

[clock_network]
clkTransAtPathRegs_ns = 0.07
clock-root-buffer = "clkbuf_8"
cts_buffers = 3
clock_path_buffers = 2
clock_latency_ns = 0.25
cts_tree = "yes"
htree_levels = 1
==> cells in the final DEF (no fill, tap or decap), types with 3 or more instances in the layout <==
master / count
nand3_1: 4
dlygate4sd2_1: 3
nor2_1: 13
buf_4: 12
nand2_1: 9
inv_1: 13
dfstp_2: 4
nor3_2: 4
clkbuf_8: 3
xnor2_1: 4
clkdlybuf4s50_1: 11
dlxtn_1: 4
a31oi_1: 4
o22ai_1: 4
ha_4: 4
ha_1: 3
dfxtp_1: 6
buf_6: 3
dfrtp_1: 8
==> power groups by stage <==
stage / Clock (µW) / Combinational, µW / Sequential [µW]
after CTS: 311 / 1270 / 800
after global routing: 323 / 1460 / 830
final: 301 / 1270 / 805
==> worst max-delay path: cells and delay by family (launching register included) <==
kind                       cells  cell delay, ns
and+or+nand+nor                2            0.15
DFF                            1            0.46
adders and majority gates      1            0.13
buffers and inverters          2            0.57
==> metrics by stage <==
| stage | hold WS, ns | power [µW] | cells | util | cell area, µm² |
|---|---|---|---|---|---|
| after floorplan | 0.422 | 1400 | 126 | - | 1220 |
| after global placement | 0.436 | 1830 | 250 | 0.189 | 1540 |
| after detailed placement | 0.445 | 1830 | 250 | 0.189 | 1540 |
| after CTS | 0.455 | 2380 | 262 | 0.211 | 1720 |
| after global routing | 0.467 | 2610 | 262 | 0.212 | 1730 |
| final | 0.449 | 2380 | 262 | 0.212 | 1730 |
==> routing by layer <==
metal | vias to the layer above | routed length (µm) | track usage
li1 | 499 | - | -
met1 | 443 | 1190 | 0.0509
met2 | 19 | 1130 | 0.0629
met3 | 4 | 121 | 0.00876
met4 | 0 | 21 | 0.00434
met5 | - | 0 | 0
==> final cells by class <==
class | count | area [µm²] | area share
tap | 105 | 131 | 0.0761
clock buffer | 4 | 45.0 | 0.0261
inverter | 15 | 58.8 | 0.0341
multi-input combinational | 83 | 683 | 0.396
timing repair buffer | 31 | 270 | 0.157
sequential | 24 | 538 | 0.312
==> registers in the layout, indices dropped and copies added (netlist names) <==
| name | count |
|---|---|
| col_scan_hold | 1 |
| state | 5 |
| start | 1 |
| ok | 1 |
| reset | 1 |
| col_scan_cnt | 3 |
| reset_out | 1 |
| idle_last | 1 |
| data | 4 |
| col_scan_end | 1 |
| anti_shake_cnt | 4 |
| anti_shake_cnt_reset | 1 |
==> worst max path at each step <==
stage                from      end  slack [ns]  cells after the start
6_report  col_scan_cnt[0]   col[3]       -0.13                      5
5_1_grt   col_scan_cnt[1]  data[2]       -0.24                      8
4_1_cts   col_scan_cnt[1]  data[2]       -0.15                      8
==> logic make-up after synthesis <==
group | share of synthesized area
AND-OR/OR-AND | 0.104
XOR/XNOR | 0.0433
adder cells (fa/ha/maj) | 0.115
buffers and inverters | 0.0649
flip-flops | 0.392
latches | 0.0495
multiplexers | 0.00928
AND/OR/NAND/NOR | 0.222
==> timing repair <==
action | CTS | global route
pin swaps | 8 | 1
hold buffers | 0 | 0
setup buffers | 8 | 0
resized | 28 | 2
hold endpoints to repair | 0 | 0
endpoints found under the setup margin | 6 | 6
Power is estimated from default activity; no workload was simulated.
